$ cat run.sh
#!/bin/bash
# OpenROAD 26Q1-2900-gdf79404cd8, Yosys 0.63+post, stock flow scripts
make -C /OpenROAD-flow-scripts/flow DESIGN_CONFIG=/design/flow/config.mk WORK_HOME=/design/flow/orfs finish
$ cat config.mk
export PLATFORM = sky130hd
export DESIGN_NAME = uart_top
export DESIGN_NICKNAME = uart_top
export VERILOG_FILES = /design/flow/design.v
export SDC_FILE = /design/flow/constraint.sdc
export NUM_CORES = 4
export LEC_CHECK = 1
export CORE_UTILIZATION = 40
$ cat design.v
module baud_gen#(parameter BAUD_DIV=5208)(
    input  wire clk,
    input  wire reset,
    output reg  baud_tick
);
    reg [12:0] count;  
    always @(posedge clk) begin
        if (reset) begin
            count <= 0;
            baud_tick <= 0;
        end
        else if (count == BAUD_DIV - 1) begin
            count <= 0;
            baud_tick <= 1;   
        end
        else begin
            count <= count + 1;
            baud_tick <= 0;
        end
    end
endmodule
module baud16#(parameter BAUD_DIV1=5208/16) (
    input  wire clk,
    input  wire reset,
    output reg  baud16
);
    reg [12:0] count;  
    always @(posedge clk) begin
        if (reset) begin
            count <= 0;
            baud16 <= 0;
        end
        else if (count == BAUD_DIV1 - 1) begin
            count <= 0;
            baud16 <= 1;   
        end
        else begin
            count <= count + 1;
            baud16 <= 0;
        end
    end
endmodule
module uart_rx #(
    parameter DATABITS = 8
)(
    input  wire                 clk,
    input  wire                 reset,
    input  wire                 baud16,
    input  wire                 rx_line,
    output reg  [DATABITS-1:0]  rx_data,
    output reg                  rx_done,
    output reg                  parity_error
);
    localparam IDLE   = 3'd0;
    localparam START  = 3'd1;
    localparam DATA   = 3'd2;
    localparam PARITY = 3'd3;
    localparam STOP   = 3'd4;
    localparam DONE   = 3'd5;
    reg [2:0] state;
    reg [3:0] sample_cnt;
    reg [3:0] bit_cnt;
    reg [DATABITS-1:0] data_reg;
    reg rx_parity;
    reg first_bit;
    always @(posedge clk) begin
        if (reset) begin
            state         <= IDLE;
            sample_cnt   <= 0;
            bit_cnt      <= 0;
            data_reg     <= 0;
            rx_parity    <= 0;
            rx_data      <= 0;
            rx_done      <= 0;
            parity_error <= 0;
            first_bit    <= 0;
        end else begin
            rx_done <= 1'b0;
            if (baud16) begin
                case (state)
                    IDLE: begin
                        parity_error <= 1'b0;
                        if (!rx_line) begin
                            sample_cnt <= 0;
                            state <= START;
                        end
                    end
                    START: begin
                        sample_cnt <= sample_cnt + 1;
                        if (sample_cnt == 4'd7) begin
                            if (!rx_line) begin
                                sample_cnt <= 0;
                                bit_cnt <= 0;
                                first_bit <= 1'b1;
                                state <= DATA;
                            end else begin
                                state <= IDLE;
                            end
                        end
                    end
                    DATA: begin
                        sample_cnt <= sample_cnt + 1;
                        if (first_bit) begin
                            if (sample_cnt == 4'd15) begin
                                sample_cnt <= 0;
                                first_bit <= 1'b0;
                            end
                        end else begin
                            if (sample_cnt == 4'd15) begin
                                data_reg[bit_cnt] <= rx_line;
                                sample_cnt <= 0;
                                bit_cnt <= bit_cnt + 1;
                                if (bit_cnt == DATABITS-1)
                                    state <= PARITY;
                            end
                        end
                    end
                    PARITY: begin
                        sample_cnt <= sample_cnt + 1;
                        if (sample_cnt == 4'd15) begin
                            rx_parity <= rx_line;
                            sample_cnt <= 0;
                            state <= STOP;
                        end
                    end
                    STOP: begin
                        sample_cnt <= sample_cnt + 1;
                        if (sample_cnt == 4'd15) begin
                            sample_cnt <= 0;
                            state <= DONE;
                        end
                    end
                    DONE: begin
                        parity_error <= (rx_parity != ^data_reg);
                        rx_data <= data_reg;
                        rx_done <= 1'b1;
                        state <= IDLE;
                    end
                endcase
            end
        end
    end
endmodule
module uart_top #(
    parameter DATABITS = 8,
    parameter BAUD_DIV = 5208
)(
    input  wire                    clk,
    input  wire                    reset,
    input  wire                    tx_start,
    input  wire [DATABITS-1:0]     tx_data,
    input  wire                    rx_line,
    output wire                    tx_line,
    output wire [DATABITS-1:0]     rx_data,
    output wire                    rx_done,
    output wire                    parity_error
);
    wire baud_tick;
    wire baud16;
    baud_gen #(
        .BAUD_DIV(BAUD_DIV)
    ) u_baud (
        .clk(clk),
        .reset(reset),
        .baud_tick(baud_tick)
    );
    baud16 #(
        .BAUD_DIV1(BAUD_DIV/16)
    ) u_baud16 (
        .clk(clk),
        .reset(reset),
        .baud16(baud16)
    );
    uart_tx #(
        .DATABITS(DATABITS)
    ) u_tx (
        .clk(clk),
        .reset(reset),
        .baud_tick(baud_tick),
        .tx_start(tx_start),
        .tx_data(tx_data),
        .tx_line(tx_line)
    );
    uart_rx #(
        .DATABITS(DATABITS)
    ) u_rx (
        .clk(clk),
        .reset(reset),
        .baud16(baud16),
        .rx_line(rx_line),
        .rx_data(rx_data),
        .rx_done(rx_done),
        .parity_error(parity_error)
    );
endmodule
module uart_tx #(
    parameter DATABITS = 8
)(
    input  wire                 clk,
    input  wire                 reset,
    input  wire                 baud_tick,
    input  wire                 tx_start,
    input  wire [DATABITS-1:0]  tx_data,
    output reg                  tx_line
);
    reg [4:0] bit_cnt;
    reg [DATABITS+2:0] shift_reg;
    wire parity_bit;
    assign parity_bit = ^tx_data;
    always @(posedge clk) begin
        if (reset) begin
            tx_line  <= 1'b1;
            bit_cnt  <= 0;
            shift_reg <= 0;
        end
        else if (tx_start && bit_cnt == 0) begin
            shift_reg <= {1'b1, parity_bit, tx_data, 1'b0};
            bit_cnt   <= DATABITS + 3;
            tx_line   <= 1'b0;
        end
        else if (baud_tick && bit_cnt != 0) begin
            tx_line   <= shift_reg[0];
            shift_reg <= shift_reg >> 1;
            bit_cnt   <= bit_cnt - 1;
        end
    end
endmodule
$ cat constraint.sdc
current_design uart_top

set clk_period 4.1
set clk_io_pct 0.2

create_clock -name clk0 -period $clk_period [get_ports {clk}]

set non_clock_inputs [all_inputs -no_clocks]
set_input_delay [expr $clk_period * $clk_io_pct] -clock clk0 $non_clock_inputs
set_output_delay [expr $clk_period * $clk_io_pct] -clock clk0 [all_outputs]
==> run notes <==
The number of antenna diodes came out at 0. The headroom to the max-slew limit is 0.5355, and the chip footprint is 9293 um2. The skew report gives the latency at the later pin of the worst-skew pair as 0.33 ns. The placed instances occupy a cell area of 3877 um2. TritonCTS built the clock tree.

The run gives 0.5677 for the share of the cycle needed by the critical path after routing. The run gives 11.31 mm for the wire length of the first global-routing pass. The tools report the total number of vias as 2783. The highest supply drop recorded on VDD is 0.1390 mV. For the cell count after synthesis, the log shows 412. For the share of the yosys chip area belonging to registers, the log shows 0.4437.

For the initial core utilization, the log shows 0.4108. Summing all non-filler instances in the final layout gives an area of 4075 um2. The width of the chip was 96.40 um; the length of the first detailed-routing pass in iterations was 6. The count of buffers added on input and output ports is 22. The mean post-synth cell area works out to 8.652 um2. The share of async-settable or async-resettable flops after synthesis is 0. The switching component of the power is 0.3248 mW. The synthesized design contains 0 enable-type register cells.

The number of hold-slack violations in the final timing report was 0. The layout report lists the multi-input gate area as 1851 um2. With the largest incremental delay on the critical path at 0.54 ns, the OpenROAD warning count is 31. The run gives 1582 um2 as the total area of sequential cells. Cell with the largest stage delay on the worst path: sky130_fd_sc_hd__clkdlybuf4s50_1. The internal power consumption was 1.141 mW; the power share of the clock group was 0.388. After synthesis, the cell types taking the most area are sky130_fd_sc_hd__dfxtp_1, sky130_fd_sc_hd__xnor2_1, sky130_fd_sc_hd__nor2_1.

The number of cells upsized or downsized after cts came out at 0. The run gives 0 for the number of antenna violations at the first check in global routing. Looking at the setup timing report, the critical path kind is in2reg. Counting pins that exceed their max-slew limit in the final report gives 0. For the final weighted congestion of routability-driven global placement, the log shows 0.8052. The logs give 34 for the pin count of the biggest net entering global routing and 0.1581 for the total global-route track usage.

Worst path buffer plus inverter count: 1. For reference, the critical path cell chain is clkdlybuf4s50_1, and4bb_1, mux2i_1, or4_1, xor2_1, nor2_1. The post-synthesis to final-layout area growth was 14.32%; the fraction of synthesized cell area taken by the top area cell type was 0.4437. After layout, the setup clock skew is reported as 0.009505 ns. Setup repair after global routing left no endpoint under its margin. The H-tree generated during clock tree synthesis spans 3 levels. Looking at the clock tree report, the root buffer type is sky130_fd_sc_hd__clkbuf_8. 23 I/O pins were placed. The critical-path maximum fanout was 7. Measured along the y axis, the die boundary spans 96.40 um. Per the repair_timing log after CTS, setup buffers inserted total 0. In the layout the commonest cells are sky130_fd_sc_hd__dfxtp_1, sky130_fd_sc_hd__nor2_1, sky130_fd_sc_hd__nand2_1. The proportion of layout cells with a drive suffix above 1 is 0.05505, and the final critical delay including setup and external delays is 2.328 ns. The static leakage was 1.451 nW. With the mapped cell area at 3565 um2, the number of distinct library cells after synthesis is 52. The power per cell area was 359.8 nW/um2; the signal arrival time at the worst endpoint was 2.60 ns. The overall routed net length was 6.864 mm; the post-synthesis register bit count was 79. The worst setup path is captured at a register.

The logs give 74 for the number of DRC markers after the initial detailed-route iteration and 34 for the count of standard-cell rows. The maximum frequency from static timing analysis is 0.4296 GHz. The combinational cell fraction of total power is 0.065. The via count of the first global-routing pass was 2523. Adding up every negative setup slack in the final design gives 0 ns. With the part of the total power dissipated in sequential elements at 0.546, the filler cell count in the final layout is 846.

The report counts max-capacitance violations totalling 0. Setup violations remaining at the end of the flow were counted as 0. Cell taking the most area after synthesis: sky130_fd_sc_hd__dfxtp_1. At the worst endpoint, the required time is 4.37 ns.

With the switching part of the total at 0.2215, the antenna violation net count after detailed routing is 0. Post-synth the commonest register cell is sky130_fd_sc_hd__dfxtp_1. CTS added clock buffers totalling 9. The run finished with clean final reports. For the chip area from the yosys synthesis statistics, the log shows 3565 um2. The kind of cell with the highest combined delay along the critical path is simple AND/OR/NAND/NOR gates. The slew at the pin closest to its max-slew limit was 0.6942 ns.

For the count of instantiated cells in the yosys netlist, the log shows 412. By instance count after routing, the leading logic cell type is sky130_fd_sc_hd__dfxtp_1. Per the OpenROAD floorplan log, the area of the core is 8678 um2. The min-delay analysis places its worst path in the category reg2reg. For the flop-to-flop setup slack, the log shows 2.11 ns. After legalization and detailed placement, the total HPWL measured 4.814 mm. Counting the warning lines in the Yosys log gives 4. On the reported timing paths, the clock transition at the registers reads 0.07 ns. For this run the aggregate overflow at the end of global routing stands at 0. For the clock sink total, the log shows 79. The DRC violations left is 0. Final routed wire length divided by cell count: 12.62 um.

Per the CTS log, the buffer count on the longest clock path is 2. The count of hold-fix buffers inserted at cts came out at 0. The run gives 5.116 for the number of vias per cell. STA classifies the critical path startpoint as a primary input.
kinds of logic (layout without fill, tap and decap cells):
group                    Yosys count  after routing  share of synthesized area
flip-flops                        79             79                     0.4437
AND/OR/NAND/NOR                  167            167                     0.2345
adder cells (fa/ha/maj)           11             11                    0.03861
buffers and inverters             35             59                    0.03720
XOR/XNOR                          42             42                     0.1032
AND-OR/OR-AND                     73             73                     0.1288
multiplexers                       5              5                    0.01404
final cells by class:
| class | count | area share |
|---|---|---|
| Clock buffer | 12 | 0.03807 |
| Clock inverter | 3 | 0.01044 |
| Inverter | 20 | 0.01842 |
| Multi-Input combinational cell | 298 | 0.4541 |
| Sequential cell | 79 | 0.3881 |
| Tap cell | 108 | 0.03316 |
| Timing Repair Buffer | 24 | 0.05772 |
power by group through the flow:
| stage | Combinational (mW) | Clock, mW | Sequential [mW] |
|---|---|---|---|
| 4_1_cts | 0.0966 | 0.594 | 0.801 |
| 5_1_grt | 0.109 | 0.622 | 0.803 |
| 6_report | 0.0956 | 0.569 | 0.801 |
synthesized netlist by cell type (2+ instances only):
library cell and count:
sky130_fd_sc_hd__ha_1 11, sky130_fd_sc_hd__nor2_1 49, sky130_fd_sc_hd__dfxtp_1 79, sky130_fd_sc_hd__nand2_1 42
sky130_fd_sc_hd__buf_1 2, sky130_fd_sc_hd__nand2b_1 3, sky130_fd_sc_hd__nand4_1 6, sky130_fd_sc_hd__or4_1 3
sky130_fd_sc_hd__a21oi_1 35, sky130_fd_sc_hd__nand4b_1 3, sky130_fd_sc_hd__nor2b_1 4, sky130_fd_sc_hd__mux2i_1 5
sky130_fd_sc_hd__inv_1 18, sky130_fd_sc_hd__and3_1 10, sky130_fd_sc_hd__inv_2 2, sky130_fd_sc_hd__a22oi_1 9
sky130_fd_sc_hd__a211o_1 2, sky130_fd_sc_hd__xor2_1 20, sky130_fd_sc_hd__xnor2_1 22, sky130_fd_sc_hd__nor4_1 3
sky130_fd_sc_hd__o211ai_1 3, sky130_fd_sc_hd__nor3_1 7, sky130_fd_sc_hd__nand3_1 25, sky130_fd_sc_hd__a32o_1 2
sky130_fd_sc_hd__o21ai_0 8, sky130_fd_sc_hd__o21ai_1 2, sky130_fd_sc_hd__clkbuf_1 12
worst register-to-register path: cells and delay by family, from the launching register on:
| kind | cells | cell delay, ns |
|---|---|---|
| flip-flops | 1 | 0.38 |
| adder cells (fa/ha/maj) | 1 | 0.27 |
| AND/OR/NAND/NOR | 3 | 0.93 |
| AND-OR/OR-AND | 2 | 0.27 |
per-stage QoR:
step	setup slack [ns]	utilization	hold WS, ns	instances	power [mW]
global placement	1.466	0.4468	0.4212	529	0.9136
global route	1.666	0.4696	0.4680	544	1.534
finish	1.772	0.4696	0.4410	544	1.466
floorplan	2.139	-	0.4132	412	0.8847
CTS	1.791	0.4696	0.4452	544	1.491
detailed placement	1.431	0.4468	0.4316	529	0.9149
path summary, 6_finish.rpt:
kind | start | endpoint | cells past startpoint
worst max-delay path | rx_line | u_rx.bit_cnt[2]$_SDFFE_PP0P_ | 6
worst min-delay path | u_baud.count[0]$_SDFF_PP0_ | u_baud.count[0]$_SDFF_PP0_ | 1
worst max register to register | u_rx.sample_cnt[0]$_SDFFE_PP0P_ | u_rx.data_reg[4]$_SDFFE_PP0P_ | 6
worst min register to register | u_baud.count[0]$_SDFF_PP0_ | u_baud.count[0]$_SDFF_PP0_ | 1
metal layers:
layer	vias to the layer above	routed length, um	share of wire	global-route usage
met5	-	0	0	0
met4	0	63	0.0092	0.02206
met3	8	253	0.037	0.02625
met2	45	3015	0.44	0.2465
met1	1270	3531	0.51	0.2437
li1	1460	-	-	-
Power figures rest on the tool's default switching activity, not on a simulated workload.
